### run.sh
#!/bin/bash
# OpenROAD 26Q1-2900-gdf79404cd8, Yosys 0.63+post, stock flow scripts
make -C /OpenROAD-flow-scripts/flow DESIGN_CONFIG=/design/flow/config.mk WORK_HOME=/design/flow/orfs finish
### config.mk
export PLATFORM = sky130hd
export DESIGN_NAME = cam_read
export DESIGN_NICKNAME = cam_read
export VERILOG_FILES = /design/flow/design.v
export SDC_FILE = /design/flow/constraint.sdc
export NUM_CORES = 4
export LEC_CHECK = 1
export CORE_UTILIZATION = 40
### constraint.sdc
current_design cam_read

set clk_period 3.1
set clk_io_pct 0.2

create_clock -name clk0 -period $clk_period [get_ports {pclk}]

set non_clock_inputs [all_inputs -no_clocks]
set_input_delay [expr $clk_period * $clk_io_pct] -clock clk0 $non_clock_inputs
set_output_delay [expr $clk_period * $clk_io_pct] -clock clk0 [all_outputs]
### design.v
`timescale 1ns / 1ps
module cam_read #(
		parameter AW = 17  
		)(
		input rst,					 
		input pclk,					 
		input vsync,				 
		input href,					 
		input [7:0] px_data,		 
		input [2:0] option,		 
		input boton_CAM,			 
		input boton_video,		 
		output reg [AW-1:0] mem_px_addr = 0,		 
		output reg [7:0] mem_px_data = 0,			 
		output reg px_wr = 0,							 
		output reg [15:0] leds							 
   );
	reg [2:0] fsm_state=1;								 
	reg pas_vsync = 0;									 
	reg cont = 1'b0;										 
	reg [15:0] cont_href=16'b0000000000000000;	 
	reg [15:0] pas_href=16'b0000000000000000;		 
	reg [15:0] cont_pixel=16'b0000000000000000;	 
	reg [15:0] cont_pclk=16'b0000000000000000;	 
	always@(posedge pclk) begin						 
		if (rst)
		begin
			mem_px_addr=0;									 
			leds[15:0]=16'b0000000000000000;			 
			cont_href[15:0]=16'b0000000000000000;	 
			fsm_state=1;									 
			pas_vsync=0;									 
		end else 
		case(fsm_state) 					
		1:		 
			begin
				cont_href[15:0]=16'h0000;
				mem_px_addr=0;
				if(pas_vsync && !vsync) fsm_state=2;
			end
		2:		 
			begin
				if(!pas_href && href) begin
						cont_href = cont_href +1;
						cont_pixel=0;
						fsm_state=3;
						mem_px_data[7:2] = {px_data[7:5],px_data[2:0]};
						px_wr = 0;
						cont = ~cont;
						cont_pclk = cont_pclk + 1;
				end 
				else if(vsync) 
						fsm_state=1;
				else if(boton_CAM)
						fsm_state = 4;
			end
		3:		 
		begin
			if(href) begin  
				if (cont==0)
				begin
					mem_px_data[7:2] = {px_data[7:5],px_data[2:0]};
					px_wr = 0;
					cont_pclk = cont_pclk + 1;
				end
				else 
				begin
					mem_px_data[1:0] = {px_data[4:3]};
					px_wr = 1;
					if(mem_px_addr < 76800)
						mem_px_addr = mem_px_addr + 1;
					cont_pixel = cont_pixel +1;
				end
				cont = ~cont;
			end else
				fsm_state=2;
		end
		4:		 
		begin
			px_wr = 0;
			case(option)
			1:
			leds[15:0]=cont_href;
			3:
			leds[15:0]=cont_pixel;
			7:
			leds[15:0]=cont_pclk;
			endcase
			if(boton_video)
				fsm_state = 1;
		end
		endcase
		pas_vsync = vsync;
	end
endmodule
==> impl_metrics.xml <==
<?xml version="1.0" encoding="UTF-8"?>
<metrics>
  <group name="critical_path">
    <metric name="cp_num_buf_inv" unit="">1</metric>
    <metric name="timing.critical_path.slowest_cell_delay" unit="ns">0.76</metric>
    <metric name="end_kind" unit="">register</metric>
    <metric name="required" unit="ns">3.38</metric>
    <metric name="ff2ff_path_depth" unit="">4</metric>
    <metric name="crit_family" unit="">buffers and inverters</metric>
    <metric name="timing_worst_setup_path_type" unit="">in -&gt; reg</metric>
    <metric name="timing.critical_path.from" unit="">href</metric>
    <metric name="cpMaxStageDelayCell" unit="">clkdlybuf4s50_1</metric>
    <metric name="timing.critical_path.fanout_max" unit="">17</metric>
    <metric name="worst-path-stages" unit="">5</metric>
    <metric name="r2r_start" unit="">fsm_state[1]</metric>
    <metric name="critical_path.cell_chain" unit="">clkdlybuf4s50_1, a21bo_2, o211ai_2, or4_1, a21oi_1</metric>
    <metric name="cp_data_arrival_time" unit="ns">2.65</metric>
    <metric name="worstSetupStartpointType" unit="">input port</metric>
  </group>
  <group name="floorplan">
    <metric name="rows" unit="">39</metric>
    <metric name="die-width" unit="um">112</metric>
    <metric name="floorplan.core_util" unit="">0.415</metric>
    <metric name="coreArea" unit="um^2">11600</metric>
    <metric name="pin_count" unit="">59</metric>
    <metric name="die-height" unit="um">112</metric>
    <metric name="chip_area" unit="um^2">12500</metric>
  </group>
  <group name="grt">
    <metric name="first_global_vias" unit="">3472</metric>
    <metric name="grt_overflow_total" unit="">0</metric>
    <metric name="grt.total_usage" unit="">0.187</metric>
    <metric name="largest_net_degree_at_the_start_of_global_routing" unit="">27</metric>
    <metric name="antenna_found_initial" unit="">0</metric>
    <metric name="first_pass_grt_wire_length" unit="um">18000</metric>
  </group>
  <group name="job">
    <metric name="log.warning_count" unit="">25</metric>
    <metric name="timing.max_cap.violations" unit="">0</metric>
  </group>
  <group name="route">
    <metric name="antenna_cell_count" unit="">0</metric>
    <metric name="via_count" unit="">3955</metric>
    <metric name="detailedRoute.firstIterationViolations" unit="">273</metric>
    <metric name="detail_route.first_pass.iterations" unit="">48</metric>
    <metric name="wl_per_cell" unit="um">15.8</metric>
    <metric name="route.antenna.remaining_nets" unit="">0</metric>
    <metric name="routed_via_density" unit="">5.65</metric>
    <metric name="drc_errors" unit="">4</metric>
    <metric name="drt_wl_total" unit="um">11000</metric>
  </group>
  <group name="cells_and_area">
    <metric name="drive_above_1_share" unit="">0.0592</metric>
    <metric name="utilization" unit="">0.503</metric>
    <metric name="final_layout_top_logic_cells" unit="">nand2_1, clkdlybuf4s50_1, dfxtp_1, a21oi_1, edfxtp_1</metric>
    <metric name="fillers" unit="">998</metric>
    <metric name="area_delta_synth_final" unit="%">21.1</metric>
  </group>
  <group name="pwr">
    <metric name="leakage" unit="nW">1.87</metric>
    <metric name="ir_worst_vdd" unit="mV">0.440</metric>
    <metric name="power.density_cell_area" unit="nW/um^2">541</metric>
  </group>
  <group name="timing">
    <metric name="final_max_tran_viols" unit="">0</metric>
    <metric name="tns" unit="ns">0</metric>
    <metric name="timing.slew.headroom" unit="">0.504</metric>
    <metric name="hold_viol" unit="">0</metric>
    <metric name="setup_viol" unit="">0</metric>
    <metric name="timing.fmax" unit="MHz">422</metric>
    <metric name="worst_clock_skew" unit="ns">0.00765</metric>
    <metric name="fin_ws" unit="ns">0.730</metric>
    <metric name="worstMarginPinSlew" unit="ns">0.743</metric>
    <metric name="layout_min_cycle_time" unit="ns">2.37</metric>
    <metric name="layout_worst_path_cycle_share" unit="">0.765</metric>
    <metric name="rsz0062_at_grt" unit="">false</metric>
  </group>
  <group name="worst_hold_path">
    <metric name="hold_start" unit="">leds[12]</metric>
    <metric name="worst_hold_path.num_cells" unit="">2</metric>
    <metric name="hold_class" unit="">reg -&gt; reg</metric>
  </group>
  <group name="synthesis">
    <metric name="synth_top_flop_cell" unit="">dfxtp_1</metric>
    <metric name="yosys_warnings" unit="">1</metric>
    <metric name="yosys-stat-cells" unit="">503</metric>
    <metric name="synth.lib_cells_used.distinct" unit="">56</metric>
    <metric name="numSynthFlops" unit="">95</metric>
    <metric name="yosys_area" unit="um^2">4800</metric>
    <metric name="postSynthAreaPerCell" unit="um^2">9.55</metric>
    <metric name="edf_count" unit="">42</metric>
    <metric name="async_reset_ff_frac" unit="">0</metric>
    <metric name="synth.cell_area" unit="um^2">4800</metric>
    <metric name="cell_count_after_synthesis" unit="">503</metric>
    <metric name="ys_seq_share" unit="">0.483</metric>
  </group>
  <group name="place">
    <metric name="place.detailed.hpwl" unit="um">7590</metric>
    <metric name="finalWeightedCongestion" unit="">0.859</metric>
    <metric name="preCtsSetupSlack" unit="ns">0.401</metric>
    <metric name="port_buffers" unit="">58</metric>
  </group>
  <group name="cts">
    <metric name="tritoncts.num_buffers" unit="">9</metric>
    <metric name="ctsHtreeMaxLevel" unit="">3</metric>
    <metric name="buffer_type_at_the_clock_tree_root" unit="">clkbuf_16</metric>
    <metric name="postCtsSetupBuffers" unit="">0</metric>
    <metric name="cts_resized" unit="">0</metric>
    <metric name="clk_pin_slew_worst_paths" unit="ns">0.06</metric>
    <metric name="source_to_sink_clock_delay_at_the_later_pin_of_the_worst_skew_pair" unit="ns">0.35</metric>
    <metric name="cts_max_path_buffers" unit="">2</metric>
    <metric name="tritoncts_clock_tree" unit="">done</metric>
    <metric name="cts_hold_repair_buffers" unit="">0</metric>
    <metric name="cts.sinks" unit="">95</metric>
  </group>
  <group name="run_status">
    <metric name="status" unit="">finished, violations left</metric>
    <metric name="failed_checks" unit="">DRC</metric>
  </group>
</metrics>
## metrics by stage
stage                     hold WS (ns)  total power, mW  area (um^2)  cells
after floorplan                  0.422             1.84         4800    503
after global placement           0.446             1.99         5500    684
after detailed placement         0.447             2.00         5500    684
after CTS                        0.460             3.18         5820    700
after global routing             0.474             3.29         5820    700
final                            0.459             3.14         5820    700
## where the power goes
part,leakage (nW),switching [mW],internal (mW)
registers,0.813,0.112,1.39
logic,0.900,0.274,0.199
clock network,0.156,0.456,0.713
## worst min-delay path, cell delays in order, from the launching register on
cell and delay (ns):
dfxtp_1 0.31, nand2_1 0.05, a21oi_1 0.05
## final timing paths
check / end / slack (ns)
hold reg to reg: leds[12] / 0.46
setup reg to reg: cont_pclk[13] / 0.89
hold / removal: leds[12] / 0.46
setup / recovery: mem_px_addr[11] / 0.73
## metal layers
layer | wire length (um) | up-vias | GRT usage | share of wire
li1 | - | 1949 | - | -
met5 | 0 | - | 0 | 0
met2 | 4840 | 99 | 0.261 | 0.44
met4 | 120 | 0 | 0.0180 | 0.011
met3 | 695 | 9 | 0.0482 | 0.063
met1 | 5400 | 1898 | 0.314 | 0.49
## cell type report
cell class	count	area [um^2]	share of cell area
Clock buffer	13	282	0.0484
Clock inverter	3	37.5	0.00645
Inverter	9	33.8	0.00581
Multi-Input combinational cell	371	2320	0.399
Sequential cell	95	2320	0.399
Tap cell	143	179	0.0308
Timing Repair Buffer	66	641	0.110
## Yosys cell counts, types with 3 or more instances
library cell / count / area share
o211ai_1: 21 / 0.033
ha_1: 4 / 0.010
or4_1: 8 / 0.013
nor2b_1: 8 / 0.010
or3_1: 18 / 0.023
nor3_1: 8 / 0.0083
xnor2_1: 24 / 0.044
nand3b_1: 3 / 0.0047
clkbuf_1: 16 / 0.013
a21oi_1: 48 / 0.050
mux2i_1: 15 / 0.031
inv_1: 9 / 0.0070
o21ai_0: 23 / 0.024
nand3_1: 21 / 0.022
nand2_1: 58 / 0.045
xor2_1: 7 / 0.013
edfxtp_1: 42 / 0.26
and2_1: 5 / 0.0065
nand4_1: 12 / 0.016
buf_2: 9 / 0.0094
and3_1: 7 / 0.0091
nor2_1: 31 / 0.024
nor4_1: 5 / 0.0065
nand2b_1: 5 / 0.0065
a211o_1: 3 / 0.0055
dfxtp_1: 53 / 0.22
o31ai_1: 6 / 0.0094
## registers in the layout, summed over array words and instances (netlist names)
signal and cells:
leds 16, cont_href 16, cont 1, mem_px_addr 17, px_wr 1, cont_pclk 16, mem_px_data 8, fsm_state 3
cont_pixel 16, pas_vsync 1
## cells by family after synthesis
kind of cell	Yosys count	synth area share
AND/OR/NAND/NOR	204	0.228
AND-OR/OR-AND	117	0.157
flip-flops	95	0.483
buffers and inverters	37	0.0333
XOR/XNOR	31	0.0565
multiplexers	15	0.0313
adder cells (fa/ha/maj)	4	0.0104
Power figures rest on the tool's default switching activity, not on a simulated workload.
