==> /design/flow/design.v <==
`timescale 1ns / 1ps
module cam_read_lecture #(
		parameter AW = 16  
		)(
		input clk,	input pclk,
		input rst,
		input vsync,
		input href,
		input [7:0] px_data,
		output reg [AW-1:0] mem_px_addr = 0,
		output reg [7:0] mem_px_data = 0,
		output reg px_wr = 0
   );
	reg cont = 1'b0;
reg [2:0] fsm_state=0;
always@(posedge pclk) begin
	if (rst)
	begin
		mem_px_addr=0;
		fsm_state=0;
	end
	case(fsm_state) 
	2'b00:
		if (vsync==0 && mem_px_addr==0) fsm_state=1;
	1:
		if (vsync==1) fsm_state=2;
	2:
		if (vsync==0) fsm_state=3;
	3: begin
		if (href) begin
			mem_px_addr=mem_px_addr+1;
		end
		if (vsync==1) fsm_state=0;
		end
	4: begin
		if (href==0) begin
			fsm_state=3;
		end	
		if (vsync==1) fsm_state=0;
		end
	endcase 
end
endmodule
==> /design/flow/run.sh <==
#!/bin/bash
# OpenROAD 26Q1-2900-gdf79404cd8, Yosys 0.63+post, stock flow scripts
make -C /OpenROAD-flow-scripts/flow DESIGN_CONFIG=/design/flow/config.mk WORK_HOME=/design/flow/orfs finish
==> /design/flow/config.mk <==
export PLATFORM = sky130hd
export DESIGN_NAME = cam_read_lecture
export DESIGN_NICKNAME = cam_read_lecture
export VERILOG_FILES = /design/flow/design.v
export SDC_FILE = /design/flow/constraint.sdc
export NUM_CORES = 4
export LEC_CHECK = 1
export CORE_AREA = 10 10 100 100
export DIE_AREA = 0 0 110 110
==> /design/flow/constraint.sdc <==
current_design cam_read_lecture

set clk_period 4.0
set clk_io_pct 0.2

create_clock -name clk0 -period $clk_period [get_ports {pclk}]

set non_clock_inputs [all_inputs -no_clocks]
set_input_delay [expr $clk_period * $clk_io_pct] -clock clk0 $non_clock_inputs
set_output_delay [expr $clk_period * $clk_io_pct] -clock clk0 [all_outputs]
==> metrics.cfg <==
[outcome]
outcome = finished, final reports clean

[yosys]
async_flop_share_pct = 0
yosysTopAreaCell = dfxtp_1
ys.flops = 19
synthFlopType = dfxtp_1
ys.warnings.count = 1
synth_area_sq_mm = 0.00107
synth_seq_share_pct = 35.4
most_common_cell = dfxtp_1
yosysUniqueCellTypes = 34
synth_top_area_share_pct = 35.4
avgSynthCellArea_sq_um = 8.59
ys_area_sq_mm = 0.00107
synthCells = 125
synthTopCellsByArea = dfxtp_1, buf_4, xnor2_1, nand4_1, nand2b_1
edf_count = 0
top_cells_by_count = dfxtp_1, buf_4, nor2_1
yosys-stat-cells = 125

[worst_setup_path]
cp_data_required_time_ns = 4.19
max_stage_delay_ns = 0.59
path_cells = clkdlybuf4s50_1 > and4bb_1 > nand4_4 > or4_1 > a21oi_1
critPathCaptureType = flop
start_kind = primary input
critical_path_class = in2reg
worstPathArrival_ns = 2.85
path_max_fanout = 11
crit_slowest_cell = clkdlybuf4s50_1

[routing]
vias = 900
drtAntennaViolNets = 0
wl_per_cell_um = 10.8
dr.pass1.iters = 2
drc = 0
via_per_inst = 3.67
insertedDiodeCount = 0
postRouteWirelength_mm = 2.63
initialDrtViolationCount = 55

[timing]
tns_ns = 0
fmax_mhz = 377
fin_worst_skew_ns = 0.00303
hold_slack_ns = 0.512
drv_slew = 0
finalCritPeriodShare_pct = 66.4
hold_viol = 0
rsz0062_at_grt = false
post-route-min-period_ns = 2.65
setup_viol = 0

[run]
warnings = 35
max_cap_viol_count = 0

[global_route]
antenna_found_initial = 0
grt_pass1_vias = 847
busiest_layer = met1
use_met3_pct = 2.17
use_met2_pct = 6.10
grt_pass1_wl_mm = 4.20
grtUsageMet1_pct = 6.28
grt_overflow_total = 0
grt_max_degree = 14
groute.usage.overall_pct = 4.39

[clock_network]
clk_pin_slew_ns = 0.07
clk_latency_ns = 0.25
cts-htree-levels = 1
postCtsHoldBufs = 0
cts_made_buffers = 3
clockBufferDepth = 2
cts_root_buffer = clkbuf_8
cts.sinks = 19
cts_resized = 0
post_cts_buffers = 0
cts_tree = yes

[floorplan]
die-area_sq_mm = 0.0121
coreArea_sq_mm = 0.00781
ios = 38
die_y_um = 110
num_rows = 32
die_w_um = 110
fp-utilization_pct = 13.8

[finish]
layout-drive-gt1-share_pct = 5.59
fillers = 874
final_util_pct = 17.7
final_area_sq_mm = 0.00138
area_growth_pct = 28.6
stdcell_count = 245

[placement]
place.gp.congestion = 0.745
dp_cells = 241
hpwlAfterDp_mm = 2.04
io_buffers = 19
place_area_sq_mm = 0.00134

[power_and_ir_drop]
power_density_mw_per_mm2 = 266
p_leak_nw = 0.469
ir_drop_mv = 0.0965

[hold_path]
hold_path_class = reg2reg

[state kept, by name, indices dropped and copies added (netlist names)]
name / cells
fsm_state: 3
mem_px_addr: 16
[path summary, 6_finish.rpt]
kind / start / endpoint / slack [ns] / cells past startpoint
worst max-delay path: rst / mem_px_addr[14] / 1.35 / 5
worst min-delay path: mem_px_addr[15] / mem_px_addr[15] / 0.51 / 2
worst max register to register: fsm_state[1] / mem_px_addr[14] / 2.18 / 4
worst min register to register: mem_px_addr[15] / mem_px_addr[15] / 0.51 / 2
[cell families after synthesis]
group / count (synthesis) / share of synthesized area (%)
and+or+nand+nor: 58 / 33.2
DFF: 19 / 35.4
AOI/OAI and AO/OA: 17 / 9.44
buffers and inverters: 17 / 9.79
xor gates and xnor gates: 9 / 7.34
adders and majority gates: 2 / 2.33
muxes: 2 / 2.10
other: 1 / 0.349
[metal layers]
metal | wire, um | share of wire, % | vias to the layer above
met3 | 222 | 8.4 | 2
met4 | 13 | 0.49 | 0
li1 | - | - | 467
met2 | 1050 | 40 | 20
met5 | 0 | 0 | -
met1 | 1350 | 51 | 411
[worst max-delay path, delay by kind of cell]
| family | cells | cell delay, ns |
|---|---|---|
| and+or+nand+nor | 3 | 1.31 |
| buffers and inverters | 1 | 0.59 |
| AOI/OAI and AO/OA | 1 | 0.14 |
[area by class of cell]
cell class	count	area [sq um]	share of cell area, %
clock buffer	4	45.0	3.26
inverter	3	11.3	0.816
multi-input combinational	97	618	44.8
sequential	19	380	27.6
tap	102	128	9.25
timing repair buffer	20	198	14.3
[where the power goes]
part	leakage, nW	internal [mW]	switching, mW
Combinational	0.293	0.0164	0.0129
Clock	0.0228	0.0708	0.0636
Sequential	0.154	0.193	0.0100
[cells in the final DEF (no fill, tap or decap), drive strengths merged, types with 6 or more instances in the layout]
cell type,synthesis,routed
a21oi,7,7
dfxtp,19,19
nand2,7,7
nand2b,6,6
nand4,8,8
clkdlybuf4s50,0,19
conb,1,9
nor2,8,8
xnor2,7,7
[per-stage QoR]
stage,setup WS (ns),power (mW)
5_1_grt,1.20,0.385
6_report,1.35,0.367
3_5_place_dp,1.09,0.237
3_3_place_gp,1.10,0.237
4_1_cts,1.37,0.370
2_1_floorplan,1.76,0.234
Power and IR drop assume default switching activity.
